### flow/run.sh
#!/bin/bash
# OpenROAD 26Q1-2900-gdf79404cd8, Yosys 0.63+post, stock flow scripts
make -C /OpenROAD-flow-scripts/flow DESIGN_CONFIG=/design/flow/config.mk WORK_HOME=/design/flow/orfs finish
### flow/config.mk
export PLATFORM = sky130hd
export DESIGN_NAME = tych_ing_frm_buf
export DESIGN_NICKNAME = tych_ing_frm_buf
export VERILOG_FILES = /design/flow/design.v
export SDC_FILE = /design/flow/constraint.sdc
export NUM_CORES = 4
export LEC_CHECK = 1
export CORE_UTILIZATION = 40
### flow/constraint.sdc
current_design tych_ing_frm_buf

set clk_period 40.5
set clk_io_pct 0.2

create_clock -name clk0 -period $clk_period [get_ports {clk}]

set non_clock_inputs [all_inputs -no_clocks]
set_input_delay [expr $clk_period * $clk_io_pct] -clock clk0 $non_clock_inputs
set_output_delay [expr $clk_period * $clk_io_pct] -clock clk0 [all_outputs]
### flow/design.v
typedef struct packed {
    logic         valid;   
    logic [511:0] data;    
    logic         sop;     
    logic         eop;     
    logic [5:0]   empty;   
    logic         error;   
    logic [11:0]  frm_dbg_id;  
} core_avl_t;
typedef struct packed {
    logic  [1:0]  stat_en;
    logic  [11:0] stat0_id;
    logic  [11:0] stat1_id;
} core_stats_t;
typedef struct packed {
    logic         valid;
    logic [3:0]   vs;      
    logic         lif;     
    logic         mcast;   
    logic         bcast;   
    logic         ldap;    
    logic         stp;     
    logic         lacp;    
    logic [1:0]   cosidx;  
    logic [3:0]   fcos;    
    logic [1:0]   rcos;    
    logic         drop;    
    logic [2:0]   drop_reason;  
    logic         mirror;  
    logic [1:0]   color;
    logic         mtr_en;
    logic [2:0]   mtr_id;
    core_stats_t  stats;
    logic [11:0]  frm_dbg_id;  
} core_ingmeta_t;
module tych_ing_frm_buf (
input wire clk,
input wire rst,
input  core_avl_t     core_avl_in,
output logic          core_avl_in_ready,
input  core_ingmeta_t core_ingmeta_in,
input  logic        rd_ptr_update_valid,
input  logic [3:0]  rd_ptr_vs,           
input  logic [1:0]  rd_ptr_rcos,         
input  logic [15:0] rd_ptr_value,        
output logic        rd_ptr_update_ready,
output logic        ram_wr_en,           
output logic [15:0] ram_wr_addr,         
output logic [511:0] ram_wr_data,        
output logic [5:0]  ram_wr_empty,        
output logic        ram_wr_sop,          
output logic        ram_wr_eop,          
output logic        ram_wr_error         
);
localparam NUM_VS = 16;
localparam NUM_RCOS = 4;
localparam NUM_FIFOS = NUM_VS * NUM_RCOS;
localparam NUM_FIFOS_WIDTH = $clog2(NUM_FIFOS);
localparam FIFO_DEPTH = 1024;   
localparam PTR_WIDTH = 16;      
logic [PTR_WIDTH-1:0] wr_ptr [NUM_FIFOS-1:0];
logic [PTR_WIDTH-1:0] rd_ptr [NUM_FIFOS-1:0];
logic [3:0] fifo_vs;
logic [1:0] fifo_rcos;
logic [NUM_FIFOS_WIDTH-1:0] fifo_idx;   
assign fifo_vs = core_ingmeta_in.vs;
assign fifo_rcos = core_ingmeta_in.rcos;
assign fifo_idx = {fifo_vs, fifo_rcos};
logic [PTR_WIDTH-1:0] fifo_occupancy;
logic fifo_full;
logic fifo_almost_full;
assign fifo_occupancy = wr_ptr[fifo_idx] - rd_ptr[fifo_idx];
assign fifo_almost_full = (fifo_occupancy >= (FIFO_DEPTH - 8));   
assign fifo_full = (fifo_occupancy >= FIFO_DEPTH);
assign core_avl_in_ready = !fifo_almost_full && !rst;
always_ff @(posedge clk or posedge rst) begin
    if (rst) begin
        for (int i = 0; i < NUM_FIFOS; i++) begin
            wr_ptr[i] <= '0;
        end
    end else begin
        if (core_avl_in.valid && core_avl_in_ready) begin
            wr_ptr[fifo_idx] <= wr_ptr[fifo_idx] + 1'b1;
        end
    end
end
logic [5:0] rd_update_idx;
assign rd_update_idx = {rd_ptr_vs, rd_ptr_rcos};
assign rd_ptr_update_ready = 1'b1;
always_ff @(posedge clk or posedge rst) begin
    if (rst) begin
        for (int i = 0; i < NUM_FIFOS; i++) begin
            rd_ptr[i] <= '0;
        end
    end else begin
        if (rd_ptr_update_valid && rd_ptr_update_ready) begin
            rd_ptr[rd_update_idx] <= rd_ptr_value;
        end
    end
end
assign ram_wr_en = core_avl_in.valid && core_avl_in_ready;
assign ram_wr_addr = wr_ptr[fifo_idx];
assign ram_wr_data = core_avl_in.data;
assign ram_wr_empty = core_avl_in.empty;
assign ram_wr_sop = core_avl_in.sop;
assign ram_wr_eop = core_avl_in.eop;
assign ram_wr_error = core_avl_in.error;
endmodule
==> impl_metrics.py <==
# Generated from Yosys and OpenROAD reports
metrics = {
    "critical_path": {
        "arrival_ns": 15.86,
        "criticalPathCategory": "in -> out",
        "worst_ep_required_time_ns": 32.40,
        "cp_max_fo": 47,
        "slowest_delay_ns": 0.71,
        "critical_path.top_delay_family": "buffers and inverters",
        "cp-start-kind": "input pin",
        "crit_path_end_kind": "output port",
        "timing.critical_path.mode_cell": "buf_4",
        "cp_num_buf_inv": 7,
        "slowest_stage": "nor4_1",
    },
    "route": {
        "drc": 0,
        "routed-wl-met2_um": 172000,
        "wire_per_inst_um": 41.0,
        "wl_met1_um": 141000,
        "wirelength_um": 416000,
        "avgViaCountPerCell": 6.50,
        "highest_layer": "met5",
        "drt_iter0_drc": 5941,
        "first_pass_iters": 8,
        "dr_wl_met3_um": 69600,
        "ant_nets": 0,
        "vias": 65900,
    },
    "sta": {
        "rsz0062_at_grt": "no",
        "min_period_over_period_pct": 59.2,
        "max_freq_ghz": 0.0417,
        "setup_viol": 0,
        "hold_violations": 0,
        "worst_hold_slack_ns": 0.499,
        "period_minus_slack_ns": 23.96,
        "tightest_slew_ns": 1.13,
        "max-slew-margin-rel_pct": 24.1,
        "setup_tns_ns": 0,
        "fin_worst_skew_ns": 0.0507,
        "setup_ws_ns": 16.54,
        "slew_viol_final": 0,
    },
    "global_routing": {
        "grtUsageTotal_pct": 35.5,
        "antenna_found_initial": 11,
        "grt_first_pass_wirelength_um": 564000,
        "grt_pass1_vias": 65300,
        "grt_max_degree": 139,
        "grt-ovfl-total": 0,
    },
    "placement": {
        "portBuffers": 49,
        "gp_congestion": 0.950,
        "place_ws_ns": 16.74,
        "placed_area_um2": 97500,
        "hpwl_um": 256000,
        "place_inst": 9748,
    },
    "cells_and_area": {
        "final_area_um2": 105000,
        "flop_area_um2": 51200,
        "final_util_pct": 43.7,
        "fill_cells": 21000,
        "finalNonFillerCells": 10100,
        "drive_gt1_share_pct": 42.3,
        "syn_to_final_growth_pct": 8.29,
        "comb_area_um2": 39200,
    },
    "logic_synthesis": {
        "logic_family": "multiplexers",
        "yosysMostFrequentCell": "dfrtp_1",
        "netlist_area_um2": 96500,
        "yosys.area.top_type_share_pct": 53.1,
        "yosysChipArea_um2": 96500,
        "top_cells_by_area": "dfrtp_1, mux2_2, a22oi_1, mux2_4, buf_4",
        "synthTopCellsByCount": "dfrtp_1, mux2_2, a22oi_1",
        "edf_count": 0,
        "mux_share_pct": 25.6,
        "synth_flops": 2048,
        "avgSynthCellArea_um2": 13.1,
        "ys_types": 81,
        "ys_sh_xor_pct": 0.191,
        "synth_stat.cells": 7349,
        "async_flop_share_pct": 100,
        "ys_sh_simple_pct": 6.10,
        "synth-warning-count": 3,
        "seq_area_frac_synth_pct": 53.1,
        "yosysTopAreaCell": "dfrtp_1",
        "synthCells": 7349,
        "synthAdderAreaFrac_pct": 0.228,
        "ys_sh_aoi_pct": 7.78,
        "flop_cell": "dfrtp_1",
    },
    "clocking": {
        "clockRootBuffer": "clkbuf_16",
        "clkSlewWorstSetupHoldPaths_ns": 0.06,
        "cts_sinks": 2048,
        "tritoncts": "built",
        "post-cts-setup-buffers": 0,
        "ctsResizeCount": 0,
        "htreeDepth": 4,
        "clk_latency_ns": 0.87,
        "holdBufCountCts": 0,
        "clk_path_buf_depth": 3,
        "cts-buffers-inserted": 202,
    },
    "floorplanning": {
        "die_width_um": 493,
        "core_area_um2": 239000,
        "die_h_um": 493,
        "fp_util_pct": 40.4,
        "rows": 179,
        "num_io_pins": 1167,
        "chipArea_um2": 243000,
    },
    "pwr": {
        "leakage_nw": 50.6,
        "ir_drop_v": 0.0000419,
        "p_per_area_nw_per_um2": 43.4,
        "fin_total_pwr_mw": 4.54,
    },
    "run": {
        "openroad.warnings": 138,
        "cap_violations": 0,
    },
    "status": {
        "status": "completed",
    },
    "min_path": {
        "min_path_type": "reg -> reg",
    },
}
## where the power goes
| part | switching, mW | internal, mW |
|---|---|---|
| clock | 0.842 | 1.15 |
| sequential | 0.0663 | 2.18 |
| combinational | 0.172 | 0.132 |
| total | 1.08 | 3.46 |
## registers in the layout, summed over array words and instances, names as in the netlist
register,flops
wr_ptr,1024
rd_ptr,1024
## cell families after synthesis
| kind of cell | after synthesis |
|---|---|
| other | 1 |
| flip-flops | 2048 |
| multiplexers | 2066 |
| adder cells (fa/ha/maj) | 17 |
| AND-OR/OR-AND | 1014 |
| XOR/XNOR | 21 |
| buffers and inverters | 1172 |
| AND/OR/NAND/NOR | 1010 |
## layer usage
metal	global-route usage, %	vias up
met5	1.51	-
met4	21.8	32
met3	23.4	1386
met2	47.8	4577
met1	42.0	34400
li1	-	25400
## final timing paths
kind,endpoint,cells after the start,start,slack [ns]
max,ram_wr_en,25,core_ingmeta_in[50],16.54
max in group asynchronous,rd_ptr[41][2],8,rst,27.87
min in group asynchronous,wr_ptr[12][14],2,rst,7.98
min reg2reg,rd_ptr[10][7],1,rd_ptr[10][7],0.50
min,rd_ptr[10][7],1,rd_ptr[10][7],0.50
max reg2reg,wr_ptr[24][13],21,wr_ptr[33][1],32.55
## cells in the final DEF, fill, tap and decap left out, types with 30 or more instances in the layout
| master | synthesis | final |
|---|---|---|
| mux2_4 | 380 | 380 |
| o21ai_0 | 33 | 32 |
| nand3_4 | 38 | 38 |
| clkinv_2 | 0 | 38 |
| nand2_1 | 208 | 207 |
| clkbuf_1 | 458 | 39 |
| nor3_1 | 53 | 53 |
| nand4_1 | 207 | 207 |
| and3_1 | 37 | 37 |
| clkbuf_16 | 0 | 205 |
| clkbuf_8 | 0 | 58 |
| a21oi_1 | 43 | 43 |
| buf_4 | 525 | 319 |
| mux2_2 | 1672 | 1672 |
| a22oi_1 | 858 | 858 |
| nor4_1 | 36 | 36 |
| clkdlybuf4s50_1 | 0 | 30 |
| dfrtp_1 | 2048 | 2048 |
| nand3_1 | 167 | 167 |
| nor2_1 | 133 | 60 |
| nor2_4 | 0 | 58 |
## layout make-up
cell class | instances | share of cell area (%)
Sequential cell | 2048 | 49.0
Antenna cell | 16 | 0.0383
Tap cell | 3167 | 3.79
Inverter | 27 | 0.101
Clock buffer | 302 | 5.81
Multi-Input combinational cell | 4129 | 37.5
Timing Repair Buffer | 377 | 2.86
Clock inverter | 74 | 0.911
Power figures rest on the tool's default switching activity, not on a simulated workload.
